==> flow/design.v <==
module axi_stream_insert_header #(
parameter DATA_WD = 32,
parameter DATA_BYTE_WD = DATA_WD / 8,
parameter BYTE_CNT_WD = $clog2(DATA_BYTE_WD)
) (
 input                        clk,
input                        rst_n,
input                        valid_in,
input   [DATA_WD-1 : 0]      data_in,
input   [DATA_BYTE_WD-1 : 0] keep_in,
input                        last_in,
output                       ready_in,
output                       valid_out,
output  [DATA_WD-1 : 0]      data_out,
output  [DATA_BYTE_WD-1 : 0] keep_out,
output                       last_out,
input                        ready_out,
input                        valid_insert,
input   [DATA_WD-1 : 0]      data_insert,
input   [DATA_BYTE_WD-1 : 0] keep_insert,
input   [BYTE_CNT_WD-1 : 0]  byte_insert_cnt,
output                       ready_insert
);
reg ready_in_r1;
reg ready_in_r2;
reg valid_out_r;
reg [DATA_WD-1 : 0]      data_out_r;
reg [DATA_BYTE_WD-1 : 0] keep_out_r;
reg last_out_r;
reg ready_insert_r;
assign ready_in  = ready_in_r1;
assign valid_out = valid_out_r;
assign data_out  = data_out_r;
assign keep_out  = keep_out_r;
assign last_out  = last_out_r;
assign ready_insert = ready_insert_r;
reg [DATA_WD-1 : 0] data_in_r;
reg [DATA_BYTE_WD-1 : 0] keep_in_r;
reg [DATA_BYTE_WD-1 : 0] keep_insert_r;
always @(posedge clk or negedge rst_n) begin
    if(~rst_n) begin
        ready_insert_r <= 0;
    end 
    else if (ready_in) begin
        ready_insert_r <= 0;
    end
    else if (valid_insert && valid_in) begin
    	ready_insert_r <= 1;
    end
    else begin
    	ready_insert_r <= ready_insert_r;
    end
end
always@(posedge clk or negedge rst_n)begin
    if(!rst_n)begin
    	ready_in_r1 <= 0;
    end
    else if(last_in)begin
    	ready_in_r1 <= 0;
    end
    else if(valid_in && valid_insert && ready_insert)begin
    	ready_in_r1 <= 1;
    end
    else begin 
    	ready_in_r1 <= ready_in_r1;
    end
end
always@(posedge clk or negedge rst_n)begin
    if(!rst_n)
    	ready_in_r2 <= 0;
    else
    	ready_in_r2 <= ready_in_r1;
end
always@(posedge clk or negedge rst_n)begin
    if(!rst_n)
    	data_in_r <= 0;
    else
    	data_in_r <= data_in;
end
always@(posedge clk or negedge rst_n)begin
    if(!rst_n)
    	keep_in_r <= 0;
    else
    	keep_in_r <= keep_in;
end
always@(posedge clk or negedge rst_n)begin
    if(!rst_n)begin
        valid_out_r <= 0;
        data_out_r  <= 0;
        keep_out_r  <= 0;
        last_out_r  <= 0;
	keep_insert_r <= 0;
    end
    else if(ready_out)begin
        if(ready_in_r1 && ready_in_r2)begin
            case(keep_insert)
   	       4'b1111: data_out_r <= data_in_r;
   	       4'b0111: data_out_r <= {data_in_r[23:0],data_in[DATA_WD-1:24]};
   	       4'b0011: data_out_r <= {data_in_r[15:0],data_in[DATA_WD-1:16]};
   	       4'b0001: data_out_r <= {data_in_r[7:0],data_in[DATA_WD-1:8]};
   	       4'b0000: data_out_r <= data_in;
   	       default: data_out_r <= data_out_r;
 	   endcase
 	   valid_out_r <= 1;
 	   keep_out_r  <= 4'b1111;
 	   last_out_r  <= 0;
	   keep_insert_r <= keep_insert;
        end
        else if(ready_in_r1)begin
            case(keep_insert)
   	       4'b1111: data_out_r <= data_insert;
   	       4'b0111: data_out_r <= {data_insert[23:0],data_in[DATA_WD-1:24]};
   	       4'b0011: data_out_r <= {data_insert[15:0],data_in[DATA_WD-1:16]};
   	       4'b0001: data_out_r <= {data_insert[7:0],data_in[DATA_WD-1:8]};
   	       4'b0000: data_out_r <= data_in;
   	       default: data_out_r <= data_out_r;
 	   endcase
 	   valid_out_r <= 1;
   	   keep_out_r  <= 4'b1111;
 	   last_out_r  <= 0;
	   keep_insert_r <= keep_insert_r;
        end
        else if(ready_in_r2)begin
	    case({keep_insert_r,keep_in_r})
	        8'b1111_1111:begin
				data_out_r <= data_in_r;
				keep_out_r <= 4'b1111;
			     end 
		8'b0111_1111:begin
				data_out_r <= {data_in_r[23:0],8'b0};
				keep_out_r <= 4'b1110;
			     end
    		8'b0011_1111:begin
				data_out_r <= {data_in_r[15:0],16'b0};
				keep_out_r <= 4'b1100;
		     	     end
		8'b0001_1111: begin
				data_out_r <= {data_in_r[7:0],24'b0};
				keep_out_r <= 4'b1000;
			     end
		8'b1111_1110:begin
				data_out_r <= {data_in_r[23:0],8'b0};
				keep_out_r <= 4'b1110;
			     end
		8'b0111_1110:begin
				data_out_r <= {data_in_r[23:8],16'b0};
				keep_out_r <= 4'b1100;
			     end
    		8'b0011_1110:begin
				data_out_r <= {data_in_r[15:8],24'b0};
				keep_out_r <= 4'b1000;
			     end
		8'b1111_1100:begin
				data_out_r <= {data_in_r[DATA_WD-1:16],16'b0};
				keep_out_r <= 4'b1100;
			     end
		8'b0111_1100:begin
				data_out_r <= {data_in_r[23:16],24'b0};
				keep_out_r <= 4'b1000;
			     end
		8'b1111_1000:begin
				data_out_r <= {data_in_r[DATA_WD-1:16],24'b0};
				keep_out_r <= 4'b1000;
			     end
		default : begin 
				data_out_r <= data_in_r;
				keep_out_r <= 4'b0;
			 end
	    endcase
	    valid_out_r <= 1;
    	    last_out_r  <= 1;
            keep_insert_r <= keep_insert_r;
        end
        else begin
            valid_out_r <= 0;
            data_out_r  <= data_out_r;
            keep_out_r  <= keep_out_r;
            last_out_r  <= 0;
            keep_insert_r <= keep_insert_r;
        end
    end	
    else begin
        valid_out_r <= 0;
	data_out_r  <= data_out_r;
	keep_out_r  <= keep_out_r;
	last_out_r  <= 0;
    end
end						
endmodule
==> flow/run.sh <==
#!/bin/bash
# OpenROAD 26Q1-2900-gdf79404cd8, Yosys 0.63+post, stock flow scripts
make -C /OpenROAD-flow-scripts/flow DESIGN_CONFIG=/design/flow/config.mk WORK_HOME=/design/flow/orfs finish
==> flow/config.mk <==
export PLATFORM = sky130hd
export DESIGN_NAME = axi_stream_insert_header
export DESIGN_NICKNAME = axi_stream_insert_header
export VERILOG_FILES = /design/flow/design.v
export SDC_FILE = /design/flow/constraint.sdc
export NUM_CORES = 4
export LEC_CHECK = 1
export CORE_UTILIZATION = 40
==> flow/constraint.sdc <==
current_design axi_stream_insert_header

set clk_period 3.7
set clk_io_pct 0.2

create_clock -name clk0 -period $clk_period [get_ports {clk}]

set non_clock_inputs [all_inputs -no_clocks]
set_input_delay [expr $clk_period * $clk_io_pct] -clock clk0 $non_clock_inputs
set_output_delay [expr $clk_period * $clk_io_pct] -clock clk0 [all_outputs]
==> flow_summary.json <==
{
  "outcome": "finished clean",
  "tool_warnings": 27,
  "dp_hpwl_microns": 17180,
  "worstHoldPathType": "in -> async",
  "cpPeakStageDelay_ps": 800,
  "yosysChipArea_sq_um": 6016,
  "via_count": 6403,
  "worstPathArrival_ps": 3270,
  "wl_met2_microns": 10380,
  "avgSynthCellArea_sq_um": 8.860,
  "insertion_delay_ps": 350,
  "crit_end": "data_out_r[8]$_DFFE_PN0P_",
  "leakage_nw": 2.864,
  "critPathSlowestCell": "clkdlybuf4s50_1",
  "ctsHoldBuffers": 0,
  "cts-buffers-inserted": 9,
  "cp_num_buf_inv": 2,
  "grt_overflow": 0,
  "r2r-start": "keep_insert_r[2]$_DFFE_PN0P_",
  "ys_seq_elements": 81,
  "cts_sinks": 81,
  "area_growth_pct": 26.48,
  "worst_slew_pin_slew_ps": 890.3,
  "h-tree-depth": 3,
  "numPortBuffers": 117,
  "drive_above_1_share": 0.1202,
  "antenna_left": 0,
  "ys_seq_frac": 0.3369,
  "p_per_area_nw_per_um2": 417.4,
  "rsz0062_at_grt": "no",
  "logic_area_sq_um": 3593,
  "dr.pass1.iters": 7,
  "flop_area_sq_um": 2027,
  "crit_start": "keep_insert[0]",
  "vias_per_cell": 6.628,
  "grt.total_usage": 0.3227,
  "critPathRequiredTime_ps": 3930,
  "clk_pin_slew_worst_paths_ps": 60,
  "postLayoutCellArea_sq_um": 7609,
  "dp.cells": 951,
  "r2r_setup_slack_ps": 1220,
  "syn_inst": 679,
  "initCoreUtil": 0.4123,
  "crit_chain": "clkdlybuf4s50_1 -> nand2b_1 -> nand3_1 -> and3_1 -> o41ai_1 -> buf_4 -> a21oi_1",
  "path_max_fanout": 14,
  "top_layer": "met4",
  "wl_met1_microns": 10990,
  "period_needed_ps": 3036,
  "setup_violations": 0,
  "fin_ws_ps": 664.0,
  "top_area_frac": 0.3369,
  "post-route-util": 0.5215,
  "place_ws_ps": 390.7,
  "path_depth": 7,
  "antenna_found_initial": 0,
  "post_cts_buffers": 0,
  "final_cells": 966,
  "fillers": 1301,
  "crit_type": "in -> reg",
  "rr_endpoint": "data_out_r[17]$_DFFE_PN0P_",
  "grt_pass1_vias": 6073,
  "fin_setup_tns_ps": 0,
  "fp-row-count": 44,
  "place_congestion": 0.9410,
  "yosys-top-cells-count": "81 x dfrtp_1, 60 x nor2_1, 49 x nand2_1, 48 x o21ai_0, 40 x a21oi_1",
  "cp_top_family": "simple AND/OR/NAND/NOR gates",
  "post_dp_cell_area_sq_um": 7330,
  "core_area_sq_um": 14590,
  "relSlewSlack": 0.4039,
  "syn-cell-area_sq_um": 6016,
  "r2r_cells": 6,
  "drt_iter0_markers": 639,
  "synth_top_cell_by_area": "dfrtp_1",
  "cts.path.max_buffers": 2,
  "die.size.y_microns": 124.6,
  "yosys_warnings": 1,
  "crit_path_start_kind": "primary input",
  "ff_type": "dfrtp_1",
  "yosys_cells": 679,
  "finalHoldViolCount": 0,
  "slew_viol_final": 0,
  "clock_tree.root_cell": "clkbuf_16",
  "yosysMostFrequentCell": "dfrtp_1",
  "die_w_microns": 124.6,
  "irDropWorstVdd_mv": 0.2777,
  "max_freq_ghz": 0.3294,
  "fin_skew_ps": 5.501,
  "antenna_cells": 0,
  "async_flop_share": 1.000,
  "top_cells_by_area": "dfrtp_1 34%, mux2i_1 5.2%, o21ai_0 4.0%, nor2_1 3.7%, mux2_2 3.6%",
  "drt_wl_total_microns": 24370,
  "cts_tree": "done",
  "die_area_sq_um": 15530,
  "io_pins": 120,
  "cts_resized": 0,
  "routedWlPerCell_microns": 25.22,
  "synth-edff-count": 0,
  "grt_max_degree": 56,
  "synth_cell_types": 74,
  "max_cap_viol_count": 0,
  "whs_ps": 458.6,
  "drc": 0,
  "crit_path_end_kind": "flip-flop",
  "route.met3.wl_microns": 2494,
  "fin_crit_sh": 0.8205,
  "power_mw": 3.176,
  "grt_pass1_wl_microns": 37150
}
final cells by class:
| class | instances | area share |
|---|---|---|
| sequential | 81 | 0.2664 |
| clock buffer | 12 | 0.03108 |
| tap | 184 | 0.03026 |
| multi-input combinational | 519 | 0.4723 |
| timing repair buffer | 149 | 0.1855 |
| clock inverter | 3 | 0.005591 |
| inverter | 18 | 0.008880 |
routing by layer:
| layer | track usage | vias up |
|---|---|---|
| met2 | 0.4501 | 390 |
| met5 | 0 | - |
| met4 | 0.05599 | 0 |
| met3 | 0.09545 | 47 |
| met1 | 0.5083 | 3130 |
| li1 | - | 2836 |
kinds of logic after synthesis:
group | count (synthesis) | share of synthesized area
multiplexers | 50 | 0.08715
XOR/XNOR | 1 | 0.001456
AND-OR/OR-AND | 272 | 0.3361
flip-flops | 81 | 0.3369
buffers and inverters | 79 | 0.06572
AND/OR/NAND/NOR | 196 | 0.1726
power breakdown:
group          internal, mW  leakage (nW)  total, mW  switching [mW]
Clock                 0.519         0.133      0.893           0.375
Sequential             1.08         0.943       1.25           0.177
Combinational         0.586          1.79       1.03           0.444
Total                  2.18          2.86       3.18           0.996
cell usage in the layout, fill, tap and decap left out, types with 6 or more instances in the layout:
cell             count
a211oi_1            14
a21oi_1             40
a221oi_1            21
a22oi_1              7
a2bb2oi_1            7
a31oi_1             11
a32o_1               6
a32oi_1             14
a41oi_1              7
buf_4               32
clkbuf_16            9
clkdlybuf4s50_1    114
dfrtp_1             81
inv_1               18
mux2_2              19
mux2i_1             31
nand2_1             49
nand3_1             13
nand3b_1             9
nand4_1             11
nor2_1              60
nor2b_1              6
o211a_1              7
o211ai_1            16
o21ai_0             48
o21bai_1             6
o221ai_1             9
o22ai_1             12
o41ai_1              6
registers in the layout, summed over array words and instances, names as in the netlist:
| register | cells |
|---|---|
| ready_in_r1 | 1 |
| valid_out_r | 1 |
| ready_in_r2 | 1 |
| last_out_r | 1 |
| data_out_r | 32 |
| data_in_r | 32 |
| keep_in_r | 4 |
| ready_insert_r | 1 |
| keep_insert_r | 4 |
| keep_out_r | 4 |
how the worst min path moves through the flow:
| stage | to | cells past startpoint | from |
|---|---|---|---|
| global route | keep_in_r[3]$_DFF_PN0_ | 1 | rst_n |
| finish | ready_insert_r$_DFFE_PN0P_ | 1 | rst_n |
| CTS | ready_insert_r$_DFFE_PN0P_ | 1 | rst_n |
No activity file was given, so power comes from the tool's default toggle rates.
